### config.mk
export PLATFORM = sky130hd
export DESIGN_NAME = counter
export DESIGN_NICKNAME = counter
export VERILOG_FILES = /design/flow/design.v
export SDC_FILE = /design/flow/constraint.sdc
export NUM_CORES = 4
export LEC_CHECK = 1
export CORE_AREA = 10 10 70 70
export DIE_AREA = 0 0 80 80
### constraint.sdc
current_design counter

set clk_period 2.3
set clk_io_pct 0.2

create_clock -name clk0 -period $clk_period [get_ports {clk}]

set non_clock_inputs [all_inputs -no_clocks]
set_input_delay [expr $clk_period * $clk_io_pct] -clock clk0 $non_clock_inputs
set_output_delay [expr $clk_period * $clk_io_pct] -clock clk0 [all_outputs]
### design.v
module counter #(
    parameter OUT_WIDTH = 6,     
    parameter MAX_COUNT = 59     
)(
    input clk, rst, enable,
    output reg [OUT_WIDTH-1:0] count
);
    always @(posedge clk or posedge rst) begin
        if (rst)
            count <= 0;   
        else if (enable) begin
            if (count == MAX_COUNT) 
                count <= 0;
            else
                count <= count + 1;
        end
    end
endmodule
### run.sh
#!/bin/bash
# OpenROAD 26Q1-2900-gdf79404cd8, Yosys 0.63+post, stock flow scripts
make -C /OpenROAD-flow-scripts/flow DESIGN_CONFIG=/design/flow/config.mk WORK_HOME=/design/flow/orfs finish
==> changes_impl.md <==
### Implementation results

* Outcome: completed
* Clk buf depth at 2
* Core area at 0.00342 mm^2
* Crit path DRT at 1840 ps
* Skew-Pair Late Insertion Delay at 240 ps
* Rows at 21
* CTS tree: done
* Pins Over Slew Limit at 0
* CP max-delay cell: clkdlybuf4s50_1
* Distinct cell type count after synthesis at 16
* Worst reg2reg startpoint: count[0]
* Syn_area_per_cell at 9.65 um^2
* Crit path DAT at 1230 ps
* Synth top area share at 50.2%
* Layout fillers at 398
* Dpl cells at 85
* Worst reg-to-reg setup slack at 980 ps
* Final Hold Fails at 0
* Routed via count at 258
* H-tree levels at 1
* Fmax at 0.590 GHz
* Cells along the critical path: clkdlybuf4s50_1
* Yosys cell count at 31
* Rel. slew slack at 76.3%
* Instance count on the critical path at 1
* Leakage at 0.170 nW
* Pwr dens at 1240 mW/mm^2
* TritonCTS Buffers at 3
* Top Registers: count: 6 flops
* DR iter-0 viols at 10
* Gate Count Post-Synth at 31
* IO Port Bufs at 8
* Max FO, Critical Path at 7
* Worst Setup SP: count[2]
* Share of layout cells above drive strength 1 at 14.3%
* DRC viols at 0
* GRT Total Usage at 2.39%
* RSZ-0062 raised after global routing: no
* Postcts setup bufs at 0
* Final WL at 661 um
* FF-to-FF End: count[3]
* Antenna diode count at 0
* Min-Delay Path Class: in2async
* Die area at 0.00640 mm^2
* # hold bufs at CTS at 0
* Most common logic cell in the routed design: clkdlybuf4s50_1
* Crit path kind: reg2out
* Worst slew pin tran at 353 ps
* Most common logic cells in the final layout: clkdlybuf4s50_1, dfrtp_1, nor2_1
* Largest cells by area: dfrtp_1, nor2_1, xnor2_1, nand3_1, ha_1
* Largest stage delay on the critical path at 530 ps
* Log Warnings at 25
* Root buf cell: clkbuf_4
* Synth Register Bits at 6
* Largest net degree at the start of global routing at 8
* CP top delay family: buffers and inverters
* Vias in the first global route at 269
* Tmin final at 1690 ps
* Area delta synth->final at 53.6%
* Via-to-Cell Ratio at 2.93
* Wire length per cell at 7.51 um
* Non-Filler Instances at 88
* Seq/Total Area, Yosys at 50.2%
* Chip width at 80 um
* Setup TNS at 0 ps
* DRT antenna net count at 0
* CP startpoint kind: flip-flop
* Drt pass-1 iters at 4
* VDD IR max at 0.000545 V
* Grt total ovfl at 0
* Worst setup endpoint: count[2]
* Mapped cell area at 299 um^2
* Clock skew at 4.22 ps
* I/O pin total at 9
* Reg2reg path depth at 4
* Clock Pin Slew Worst Setup and Hold Paths at 40 ps
* Floorplan core density at 8.75%
* WP buf/inv at 1
* Ys Warns at 1
* Part of the cycle the worst path needs at 73.7%
* First-pass GRT wire length at 1190 um
* CTS-repair resized insts at 0
* Routability congestion estimate from global placement at 0.782
* Die Y at 80 um
* Number of flip-flops in the largest register at 6
* Register with the most flip-flops: count
* MaxCap Viol Count at 0
* Crit end category: output port
* Post-DP HPWL at 547 um
* Initial antenna violation count at 0
* Yosys chip area at 299 um^2
* Post-synth top area cell: dfrtp_1
* Endpoints failing setup at 0
* CTS sink count at 6
==> how the worst min path moves through the flow <==
stage     from  endpoint  depth (start not counted)
6_report   rst  count[1]                          2
5_1_grt    rst  count[1]                          2
4_1_cts    rst  count[1]                          2
==> worst reg2reg max path, delay by kind of cell (launching register included) <==
| kind | cells | cell delay [ps] |
|---|---|---|
| adders and majority gates | 1 | 210 |
| DFF | 1 | 410 |
| and+or+nand+nor | 3 | 570 |
==> cells in the mapped netlist <==
cell / number
or4_1: 1
o21ai_0: 2
nand3_1: 3
nand2_1: 3
xor2_1: 1
inv_2: 1
dfrtp_1: 6
xnor2_1: 2
mux2_2: 1
ha_1: 1
nor3_1: 1
nand3_2: 1
o31ai_1: 1
inv_1: 1
nor2_1: 5
nand4_1: 1
==> layer usage <==
| metal | vias up | routed length [um] | share of wire, % | track usage (%) |
|---|---|---|---|---|
| li1 | 129 | - | - | - |
| met1 | 113 | 374 | 57 | 3.43 |
| met2 | 16 | 174 | 26 | 2.49 |
| met3 | 0 | 112 | 17 | 2.27 |
| met4 | 0 | 0 | 0 | 0.176 |
| met5 | - | 0 | 0 | 0 |
==> cell type report <==
cell class	instances	area (um^2)	share of cell area (%)
Sequential cell	6	150	32.7
Multi-Input combinational cell	23	141	30.8
Timing Repair Buffer	8	80.1	17.4
Tap cell	46	57.6	12.5
Clock buffer	3	22.5	4.90
Inverter	2	7.51	1.63
==> where the power goes <==
group	total, mW	internal (mW)	switching [mW]	leakage [nW]
clock	0.0929	0.0588	0.0342	0.0138
sequential	0.236	0.160	0.0767	0.0688
combinational	0.238	0.156	0.0821	0.0878
==> stage by stage <==
| step | setup slack, ps | hold WS (ps) | utilization [%] | area [um^2] | total power [mW] |
|---|---|---|---|---|---|
| 6_report | 606 | 427 | 13.4 | 459 | 0.568 |
| 4_1_cts | 579 | 426 | 13.4 | 459 | 0.582 |
| 5_1_grt | 515 | 428 | 13.4 | 459 | 0.639 |
| 2_1_floorplan | 1160 | 251 | - | 299 | 0.335 |
| 3_3_place_gp | 524 | 538 | 12.8 | 437 | 0.473 |
| 3_5_place_dp | 506 | 542 | 12.8 | 437 | 0.480 |
==> logic make-up (layout without fill, tap and decap cells) <==
kind of cell | after synthesis | count (layout) | synth area share (%)
compound gates | 3 | 3 | 5.86
xor+xnor | 3 | 3 | 8.79
fa+ha+maj | 1 | 1 | 4.18
buf+inv | 2 | 13 | 2.51
flops | 6 | 6 | 50.2
mux | 1 | 1 | 3.77
simple gates | 15 | 15 | 24.7
No activity file was given, so power comes from the tool's default toggle rates.
