==> design.v <==
module Decoder (
    input wire [3:0] decoder_in,
    output reg [6:0] decoder_out
);
    always @(decoder_in) 
    begin
        case (decoder_in)
            4'h0: decoder_out = 7'b1000000;  
            4'h1: decoder_out = 7'b1111001;  
            4'h2: decoder_out = 7'b0100100;  
            4'h3: decoder_out = 7'b0110000;  
            4'h4: decoder_out = 7'b0011001;  
            4'h5: decoder_out = 7'b0010010;  
            4'h6: decoder_out = 7'b0000010;  
            4'h7: decoder_out = 7'b1111000;  
            4'h8: decoder_out = 7'b0000000;  
            4'h9: decoder_out = 7'b0010000;  
            4'hA: decoder_out = 7'b0001000;  
            4'hB: decoder_out = 7'b0000011;  
            4'hC: decoder_out = 7'b1000110;  
            4'hD: decoder_out = 7'b0100001;  
            4'hE: decoder_out = 7'b0000110;  
            4'hF: decoder_out = 7'b0001110;  
            default: decoder_out = 7'b1111111;  
        endcase
    end
endmodule
module Decodificador_BCD #(
      parameter IN = 6,
    parameter S = 7
)(
    input [IN-1:0] bcd_in,
    output [0:S-1] bcd_out1, bcd_out2
);
    wire [3:0] unidades, decenas;
    assign unidades = bcd_in % 10;
    assign decenas = (bcd_in %100) /10;
Decoder D1(
    .decoder_in(unidades),
    .decoder_out(bcd_out1)
);
Decoder D2(
    .decoder_in(decenas),
    .decoder_out(bcd_out2)
);  
endmodule
module clk_divider #(parameter FREQ=50000000) 
(
    input clk, rst,
    output reg clk_div
);
    reg [31:0] count;
    always @(posedge clk or posedge rst)
    begin
        if (rst)
            count <= 0;
        else if (count >= (FREQ/2 - 1)) begin
            count <= 0;
            clk_div <= ~clk_div;
        end
        else
            count <= count + 1;
    end
endmodule
module counter_debouncer #(
    parameter N_MAX = 5000
)(
    input clk,
          rst_a_p,
    output reg [($clog2(N_MAX))-1:0] counter_out,
    output reg counter_match
);
    always @(posedge clk or posedge rst_a_p)
        begin
            if (rst_a_p)
                begin
                    counter_out <= 0;
                    counter_match <= 0;
                end
            else
                begin
                    if (counter_out >= N_MAX - 1)
                        begin
                            counter_match <= 1;
                            counter_out <= 0;
                        end
                    else
                        begin
                            counter_out <= counter_out + 1;
                            counter_match <= 0;
                        end
                end
        end
endmodule
module debouncer #(
    parameter N_MAX = 5000
)(
    input clk,
          rst_a_p,
          debouncer_in,
    output reg debouncer_out
);
    wire [($clog2(N_MAX))-1:0] counter_out;
    wire counter_match;
    counter_debouncer #(.N_MAX(N_MAX)) contador_para_rate(
        .clk(clk),
        .rst_a_p(rst_a_p),
        .counter_out(counter_out),
        .counter_match(counter_match)
    );
    always @(posedge clk or posedge rst_a_p)
        begin
            if (rst_a_p)
                debouncer_out <= 0;
            else if (counter_match)
                debouncer_out <= debouncer_in;
        end
endmodule
module top_level_counter #(
    parameter IN = 6
)(
    input MAX10_CLK1_50,    
    input [9:0] SW,         
    output [6:0] HEX0, HEX1, HEX2, HEX3, HEX4, HEX5
);
    wire CLOCK_50_div;
    wire [IN-1:0] count_sec;
    wire [IN-1:0] count_min;
    wire [4:0] count_hour;
    wire debouncer_rst;
    reg tick_min;
    reg tick_hour;
    debouncer RESET (
        .clk(MAX10_CLK1_50),
        .debouncer_in(SW[0]),
        .rst_a_p(1'b0),
        .debouncer_out(debouncer_rst)
    );
    clk_divider #(.FREQ(50000000)) CD (
        .clk(MAX10_CLK1_50),
        .rst(debouncer_rst),
        .clk_div(CLOCK_50_div)
    );
    up_down_counter #(.OUT_WIDTH(6), .MAX_COUNT(59)) SECONDS (
        .clk(CLOCK_50_div),
        .reset(debouncer_rst),
        .up_down(SW[1]),
        .tick(SW[2]), 
        .count(count_sec)
    );
    Decodificador_BCD BD_SECONDS (
        .bcd_in(count_sec),
        .bcd_out1(HEX0),
        .bcd_out2(HEX1)
    );
    always @(posedge CLOCK_50_div or posedge debouncer_rst) begin
        if (debouncer_rst)
            tick_min <= 1'b0;
        else if (SW[2]) begin  
            if (SW[1]) begin   
                if (count_sec == 59)
                    tick_min <= 1'b1;
                else
                    tick_min <= 1'b0;
            end else begin   
                if (count_sec == 0)
                    tick_min <= 1'b1;
                else
                    tick_min <= 1'b0;
            end
        end else begin
            tick_min <= 1'b0;
        end
    end
    up_down_counter #(.OUT_WIDTH(6), .MAX_COUNT(59)) MINUTES (
        .clk(CLOCK_50_div),
        .reset(debouncer_rst),
        .up_down(SW[1]),
        .tick(tick_min),
        .count(count_min)
    );
    Decodificador_BCD BD_MINUTES (
        .bcd_in(count_min),
        .bcd_out1(HEX2),
        .bcd_out2(HEX3)
    );
    always @(posedge CLOCK_50_div or posedge debouncer_rst) begin
        if (debouncer_rst)
            tick_hour <= 1'b0;
        else if (SW[2]) begin 
            if (SW[1]) begin   
                if (tick_min && count_min == 59)
                    tick_hour <= 1'b1;
                else
                    tick_hour <= 1'b0;
            end else begin   
                if (tick_min && count_min == 0)
                    tick_hour <= 1'b1;
                else
                    tick_hour <= 1'b0;
            end
        end else begin
            tick_hour <= 1'b0;
        end
    end
    up_down_counter #(.OUT_WIDTH(5), .MAX_COUNT(23)) HOURS (
        .clk(CLOCK_50_div),
        .reset(debouncer_rst),
        .up_down(SW[1]),
        .tick(tick_hour),
        .count(count_hour)
    );
    Decodificador_BCD BD_HOURS (
        .bcd_in(count_hour),
        .bcd_out1(HEX4),
        .bcd_out2(HEX5)
    );
endmodule
module up_down_counter #(
    parameter OUT_WIDTH = 6,
    parameter MAX_COUNT = 59  
)(
    input clk,
    input reset,
    input up_down,  
    input tick,     
    output reg [OUT_WIDTH-1:0] count
);
always @(posedge clk or posedge reset) begin
    if (reset) 
        count <= 0;
    else if (tick) begin
        if (up_down) begin
            if (count == MAX_COUNT)
                count <= 0;
            else
                count <= count + 1;
        end
        else begin
            if (count == 0)
                count <= MAX_COUNT;
            else
                count <= count - 1;
        end
    end
end
endmodule
==> run.sh <==
#!/bin/bash
# OpenROAD 26Q1-2900-gdf79404cd8, Yosys 0.63+post, stock flow scripts
make -C /OpenROAD-flow-scripts/flow DESIGN_CONFIG=/design/flow/config.mk WORK_HOME=/design/flow/orfs finish
==> config.mk <==
export PLATFORM = sky130hd
export DESIGN_NAME = top_level_counter
export DESIGN_NICKNAME = top_level_counter
export VERILOG_FILES = /design/flow/design.v
export SDC_FILE = /design/flow/constraint.sdc
export NUM_CORES = 4
export LEC_CHECK = 1
export CORE_UTILIZATION = 40
==> constraint.sdc <==
current_design top_level_counter

set clk_period 1.8
set clk_io_pct 0.2

create_clock -name clk0 -period $clk_period [get_ports {MAX10_CLK1_50}]

set non_clock_inputs [all_inputs -no_clocks]
set_input_delay [expr $clk_period * $clk_io_pct] -clock clk0 $non_clock_inputs
set_output_delay [expr $clk_period * $clk_io_pct] -clock clk0 [all_outputs]
==> Changelog: implementation <==
## Implementation

* Status: finished, final reports clean
* CTS buffer count at 5
* Worst-path clk slew at 0.06 ns
* Leakage at 2.64 nW
* Cycle use final at between 90% and 100%
* Clock latency (worst-skew pair) at ~0.28 ns
* Asr flop ratio synth at approximately three quarters
* Met2 Use GR at 24.6%
* Die Span Y at approximately 120 um
* CP Max Fanout at 4
* Grt peak-use layer: met1
* Clk pwr share at between 40% and 50%
* Vias per std cell at between 5 and 6
* Top-count cell post-synth: nor2_1
* Worst-path cell chain: nand2_1 -> or2_2 -> nor3_1 -> buf_4 -> nand4_1 -> xor2_1 -> nor2_1
* Normalized max-slew margin at between 50% and 60%
* Peak supply drop at around 0.00056 V
* Top cells by count: nor2_1, nand2_1, ha_1, dfrtp_1, a21oi_1
* Setup Viol. Count Final at 0
* Buffers inserted by post-CTS timing repair at 0
* Final core utilization at between 40% and 50%
* Endpoints left unconstrained at roughly 60
* Worst setup startpoint: CD.count[6]
* Placer Congestion at 0.865
* Share of cells above drive strength 1 at under 10%
* OpenROAD warning count at between 60 and 70
* Final HPWL DP at about 7600 um
* Arr. time, crit path at ~1.9 ns
* M1 GR Usage at 24.9%
* Sw Ratio at between 10% and 20%
* Slowest stage cell, crit path: dfrtp_1
* H-tree levels at 2
* Ys flops at approximately 67
* P_int at around 1.6 mW
* Hold_ws at 0.429 ns
* # diodes at 0
* Most area-hungry cell type in the Yosys netlist: dfrtp_1
* Core ar. at ~13000 sq um
* CP max stage delay at between 0.4 and 0.5 ns
* Area share, top type at between 20% and 30%
* Combinational group share of total power at under 10%
* Vias at around 4700
* Pre-Place Util at between 40% and 50%
* Minimum clock period at about 1.7 ns
* DRT Wirelength at roughly 11000 um
* Initial antenna violation count at 0
* Syn-to-layout area delta at 15.8%
* CP Capture Type: register
* Worst Skew at a little under 0.007 ns
* Detail Route Antenna Nets at 0
* CTS tree: yes
* Cell Type Count at 70
* Sequential share of power at 53.8%
* Clk buf depth at 2
* Critical path buffers and inverters at 1
* Reg2reg start: CD.count[6]
* Detailed-route wire length per cell at between 10 and 15 um
* Pre-antenna DRT Iters at 4
* Gr ovfl total at 0
* Largest net degree at the start of global routing at 36
* Register pins left without a clock at 19
* Layout fillers at 1216
* Pwr/cell area at about 330 nW/um^2
* Synthesis Warnings at 8
* First-pass GRT wire length at 18700 um
* Die Wd at 118 um
* All-Layer GR Usage at approximately 16%
* Max-slew violations at 0
* Min-Delay Startpoint: RESET.contador_para_rate.counter_match
* Area of the die at between 10000 and 15000 sq um
* Grt met3 use at under 10%
* Maxcap violations at 0
* Post-synth seq share at about 30%
* Avg Inst Size Synth at slightly above 8 sq um
* Final hold violations at 0
* Num rows at ~41
* Dominant Register Cell: dfrtp_1
* Vias in the first global route at 4221
* Yosys synthesis chip area at 5360 sq um
* Fmax at 593 MHz
* Worst Tran Pin Value at approximately 0.70 ns
* Crit start category: register
* Cell area after synthesis at ~5400 sq um
* Input/output buffers at roughly 44
* Post-synth EDFFs at 2
* Hold crit path type: register to register
* # Cells Yosys at ~660
* Data required, critical path at about 2 ns
* WS Path Type: register to register
* Root Buffer: clkbuf_16
* Number of remaining DRC errors at 0
* Iter 0 DRT Violations at ~200
* IO Count at roughly 53
* Synth area leaders: dfrtp_1, ha_1, dfxtp_1
* Cells after synthesis at approximately 660
* Delay-heaviest family, CP: simple AND/OR/NAND/NOR gates
* Switching power at about 400 uW
-- sequential cells by signal, summed over array words and instances (netlist names) --
signal	cells
tick_min	1
RESET.contador_para_rate.counter_out	13
MINUTES.count	6
HOURS.count	5
RESET.debouncer_out	1
CD.count	32
SECONDS.count	6
RESET.contador_para_rate.counter_match	1
tick_hour	1
CD.clk_div	1
-- area by class of cell --
cell class                      count  area, sq um  area share, %
Timing Repair Buffer               62          588           9.47
Clock inverter                      1         5.00         0.0806
Clock buffer                        7          133           2.13
Sequential cell                    67         1620           26.0
Inverter                           39          146           2.36
Multi-Input combinational cell    528         3510           56.5
Tap cell                          172          215           3.46
-- metal layers --
metal / part of all wire, % / wire length [um]
met1: 52 / 5500
met5: 0 / 0
met3: 2.7 / 285
met4: 0.60 / 63
met2: 44 / 4670
-- power groups by stage --
stage,Sequential [mW],Combinational [mW],Clock (mW)
finish,1.09,0.0784,0.862
global route,1.10,0.0890,0.931
CTS,1.09,0.0783,0.898
-- worst reg2reg max path, delay by kind of cell (launching register included) --
family | cells | cell delay, ns
AND/OR/NAND/NOR | 5 | 0.84
flip-flops | 1 | 0.41
buffers and inverters | 1 | 0.18
XOR/XNOR | 1 | 0.14
-- final timing paths --
| check | end | slack [ns] | cells after the start |
|---|---|---|---|
| min in group asynchronous | CD.count[2] | 0.45 | 1 |
| hold reg to reg | RESET.debouncer_out | 0.43 | 0 |
| hold / removal | RESET.debouncer_out | 0.43 | 0 |
| setup / recovery | CD.count[19] | 0.11 | 7 |
| setup reg to reg | CD.count[19] | 0.11 | 7 |
| max in group asynchronous | CD.count[28] | 0.89 | 1 |
-- repair_timing --
action	in CTS	in global routing
setup endpoints to repair	1	37
gates resized	1	6
pin swaps	1	1
hold buffers	0	0
-- cell usage in the layout (no fill, tap or decap), types with 14 or more instances in the layout --
master           count
nor2_1              69
nor3_1              14
nand2_1             67
xor2_1              22
dfrtp_1             51
dfxtp_1             14
o21ai_0             35
inv_1               35
buf_4               17
a21oi_1             39
clkdlybuf4s50_1     44
xnor2_1             19
ha_1                54
nand3_1             30
-- per-stage QoR --
stage | instance area [sq um] | power (mW) | TNS [ns] | std cells | setup WS, ns
floorplan | 5410 | 1.17 | 0 | 666 | 0.0710
global placement | 6050 | 1.19 | 0 | 868 | 0.0462
detailed placement | 6050 | 1.19 | 0 | 868 | 0.0290
CTS | 6190 | 2.07 | 0 | 876 | 0.0152
global route | 6210 | 2.12 | -0.0294 | 876 | -0.0201
finish | 6210 | 2.04 | 0 | 876 | 0.113
-- logic make-up (layout without fill, tap and decap cells) --
group	count (synthesis)	after routing	share of synthesized area [%]
AND-OR/OR-AND	152	152	18.3
other	1	8	0.0699
adder cells (fa/ha/maj)	54	54	12.6
XOR/XNOR	42	42	7.00
buffers and inverters	71	109	5.44
flip-flops	67	67	30.1
AND/OR/NAND/NOR	254	254	22.7
multiplexers	18	18	3.71
Power is estimated from default activity; no workload was simulated.
